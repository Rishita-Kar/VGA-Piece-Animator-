`config.mk`:
```
export PLATFORM = sky130hd
export DESIGN_NAME = topmod
export DESIGN_NICKNAME = topmod
export VERILOG_FILES = /design/flow/design.v
export SDC_FILE = /design/flow/constraint.sdc
export NUM_CORES = 4
export LEC_CHECK = 1
export CORE_UTILIZATION = 50
```
`constraint.sdc`:
```
current_design topmod

set clk_period 6.4
set clk_io_pct 0.2

create_clock -name clk0 -period $clk_period [get_ports {clk}]
create_clock -name clk1 -period $clk_period [get_ports {k_clk}]

set non_clock_inputs [all_inputs -no_clocks]
set_input_delay [expr $clk_period * $clk_io_pct] -clock clk0 $non_clock_inputs
set_output_delay [expr $clk_period * $clk_io_pct] -clock clk0 [all_outputs]
```
`design.v`:
```
`timescale 1ns / 1ps
module BarMovement( 
	input wire clk,
	input wire clk_25mHz,
	input wire reset,
	input wire border0,	 
	input wire border2,	 
	input wire [9:0] xCount,
	input wire [9:0] yCount,
	input wire [7:0] data_in,  
	output draw_bar
    );
	 reg [7:0] data_out;
	always@ (posedge clk) begin
		data_out[7:0] = data_in[7:0];
	end
	integer V_Display = 480;  
	integer leftside = 600;  
	integer rightside = 606;  
	wire [9:0] top;  
	wire [9:0] bottom;  
	wire border1;  
	wire redraw_animation;  
	reg [9:0] currentstate;	 
	reg [9:0] nextstate;	 
	integer size = 71;  
	integer velocity = 4;  
	always@ (posedge clk_25mHz, posedge reset) begin
		if (reset) begin
			currentstate <= 1'b0;
		end
		else begin
			currentstate <= nextstate;
		end
	end
	assign top = currentstate;  
	assign bottom = top + size;  
	assign redraw_animation = (yCount == 481) && (xCount == 0);  
	assign border1 = ((xCount >= leftside) && (xCount < rightside) && (yCount >= top) && (yCount < bottom)) &&(~border2 && ~border0);  
	always@ (posedge clk_25mHz) begin
			if (redraw_animation) begin
				if ((data_out == 8'b00011101) & (bottom < (V_Display - velocity))) begin  
					nextstate <= currentstate + velocity;
				end
				else if ((data_out == 8'b00011011) & (top > velocity)) begin  
					nextstate <= currentstate - velocity;
				end
			end
	end
		assign draw_bar = border1;
endmodule
`timescale 1ns / 1ps
module VGA_gen
(
	input VGA_clk, 
	output reg [9:0] xCount, 
	output reg [9:0] yCount, 
	output reg displayArea, 
	output VGA_hSync, 
	output VGA_vSync, 
	output blank_n
 );
	reg complete_h_retrace, complete_v_retrace; 
	integer porchHF = 640;  
	integer retraceH = 655; 
	integer porchHB = 751;  
	integer maxH = 799;  
	integer porchVF = 480;  
	integer retraceV = 490;  
	integer porchVB = 492;  
	integer maxV = 525;  
	always@(posedge VGA_clk)  
	begin
		if(xCount === maxH)  
			xCount <= 0;
		else
			xCount <= xCount + 1;   
	end
	always@(posedge VGA_clk)
	begin
		if(xCount === maxH)
		begin
			if(yCount === maxV)
				yCount <= 0;  
			else
			yCount <= yCount + 1;  
		end
	end
	always@(posedge VGA_clk)
	begin
		displayArea <= ((xCount < porchHF) && (yCount < porchVF));  
	end
	always@(posedge VGA_clk)
	begin
		complete_h_retrace <= ((xCount >= retraceH) && (xCount < porchHB));  
		complete_v_retrace <= ((yCount >= retraceV) && (yCount < porchVB));  
	end
	assign VGA_vSync = ~complete_v_retrace;  
	assign VGA_hSync = ~complete_h_retrace;  
	assign blank_n = displayArea;  
endmodule		
`timescale 1ns / 1ps
module clk_reduce(
	input master_clk,  
	output wire VGA_clk,  
	input wire reset
);
reg [17:0] counter;
	always@(posedge master_clk)
	begin
		if (reset == 1'b1| counter == 18'b111111111111111111)
		counter <= 18'b000000000000000000;
		else 
		counter <= counter + 1'b1;
	end
assign VGA_clk = (counter[1]);  
endmodule
`timescale 1ns / 1ps
module topmod 
(
	input wire reset,
	input wire clk,
	inout k_clk,
	inout k_dat,
	output wire hsync, vsync,
	output wire rgb_r,
	output wire rgb_g,
	output wire rgb_b,
	output reg [7:0]data_in
);
wire blank_n;
wire clks;
wire [9:0] xCount;
wire [9:0] yCount;
wire digit;
reg [32:0] sreg;
reg border0;
reg border2;
wire draw_bar;
wire temp0;
wire temp2;
always@(negedge k_clk or  posedge reset )begin
	 if(reset)
		sreg = 33'b0;
	 else begin
			sreg = sreg << 1;
			sreg[0] = k_dat;  
		end
	 end
	always@(posedge clk) begin
		data_in[7:0] = 8'b00000000;
		if (sreg[31:24] == 8'b10111000) begin
		data_in[0] = sreg[31]; 
		data_in[1] = sreg[30];
		data_in[2] = sreg[29];
		data_in[3] = sreg[28];
		data_in[4] = sreg[27];
		data_in[5] = sreg[26];
		data_in[6] = sreg[25];
		data_in[7] = sreg[24];
		end
		else if (sreg[31:24] == 8'b11011000) begin
		data_in[0] = sreg[31]; 
		data_in[1] = sreg[30];
		data_in[2] = sreg[29];
		data_in[3] = sreg[28];
		data_in[4] = sreg[27];
		data_in[5] = sreg[26];
		data_in[6] = sreg[25];
		data_in[7] = sreg[24];
		end
	 end
	always @(posedge clks) 
	begin
	border0 <= (xCount >= 100) && (xCount < 175) && (~border2 && ~draw_bar);  
	border2 <= 	(((xCount >= 580) && (xCount <588) && (yCount >= 238) && (yCount < 245))) && (~draw_bar &&~border0);  
	end
	assign rgb_r =  border2;
	assign rgb_g = draw_bar;
	assign rgb_b =  border0;
	assign temp0 = border0;
	assign temp2 = border2;
clk_reduce A(clk,clks, reset);
VGA_gen B(.VGA_clk(clks),.xCount(xCount),.yCount(yCount),.VGA_hSync(hsync),.VGA_vSync(vsync),.blank_n(blank_n));
BarMovement C(.clk(clk), .clk_25mHz(clks),.reset(reset),.border0(temp0),.border2(temp2),.xCount(xCount),.yCount(yCount),.data_in(data_in),.draw_bar(draw_bar));
endmodule 
```
`run.sh`:
```
#!/bin/bash
# OpenROAD 26Q1-2900-gdf79404cd8, Yosys 0.63+post, stock flow scripts
make -C /OpenROAD-flow-scripts/flow DESIGN_CONFIG=/design/flow/config.mk WORK_HOME=/design/flow/orfs finish
```
==> report_table.html <==
<h2>Implementation results</h2>
<table>
<tr><th>Metric</th><th>Value</th></tr>
<tr><th colspan="2">Outcome</th></tr>
<tr><td>Run status</td><td>aborted with a tool error</td></tr>
<tr><td>Last step reached</td><td>global routing (5_1_grt)</td></tr>
<tr><td>First logged error message</td><td>[ERROR RSZ-0074] Failed to build tree from global routes for pin 'k_dat' and net 'k_dat' at grid (3450, 51750): found route to 2 pins, expected 1</td></tr>
<tr><th colspan="2">Logic synthesis</th></tr>
<tr><td>Avg Inst Size Synth</td><td>between 10 and 15 µm²</td></tr>
<tr><td>Top area cell types</td><td>sky130_fd_sc_hd__dfxtp_1 19%, sky130_fd_sc_hd__dfrtn_1 16%, sky130_fd_sc_hd__edfxtp_1 12%, sky130_fd_sc_hd__ha_1 8.1%, sky130_fd_sc_hd__dfrtp_1 5.1%</td></tr>
<tr><td>Yosys top cell by area</td><td>sky130_fd_sc_hd__dfxtp_1</td></tr>
<tr><td>Area share of the largest cell type after synthesis</td><td>0.194</td></tr>
<tr><td>Number of enable flip-flop cells</td><td>20</td></tr>
<tr><td>Flip-flop cell with the highest count after synthesis</td><td>sky130_fd_sc_hd__dfxtp_1</td></tr>
<tr><td>Synthesized instance count</td><td>between 400 and 500</td></tr>
<tr><td>Part of the Yosys area used for sequential elements</td><td>0.528</td></tr>
<tr><td>Fraction of registers with async set or reset after synthesis</td><td>0.382</td></tr>
<tr><td>Yosys cell count</td><td>between 400 and 500</td></tr>
<tr><td>Area of the mapped netlist</td><td>about 4900 µm²</td></tr>
<tr><td>Count of distinct cell types in the synthesized netlist</td><td>around 61</td></tr>
<tr><td>Post-synth regs</td><td>about 110</td></tr>
<tr><td>Warnings, synthesis</td><td>4</td></tr>
<tr><td>Total cell area reported by yosys after synthesis</td><td>4950 µm²</td></tr>
<tr><th colspan="2">Clocking</th></tr>
<tr><td>Setup bufs post-CTS</td><td>0</td></tr>
<tr><td>Quantity of gates resized following cts</td><td>0</td></tr>
<tr><td>CTS Hold Bufs</td><td>0</td></tr>
<tr><th colspan="2">STA</th></tr>
<tr><td>Register pins left without a clock</td><td>approximately 44</td></tr>
<tr><td>Count of endpoints without a timing constraint</td><td>roughly 70</td></tr>
<tr><th colspan="2">Place</th></tr>
<tr><td>HPWL after detailed placement</td><td>between 6000 and 7000 µm</td></tr>
<tr><td>Placed cells</td><td>slightly below 600</td></tr>
<tr><td>Placer congestion estimate</td><td>~0.83</td></tr>
<tr><td>Worst slack at placement</td><td>roughly 1.0 ns</td></tr>
<tr><td>Number of port buffers</td><td>14</td></tr>
<tr><th colspan="2">Floorplan</th></tr>
<tr><td>Number of placed I/O pins</td><td>17</td></tr>
<tr><td>Starting Density</td><td>0.526</td></tr>
<tr><td>Std cell rows</td><td>35</td></tr>
<tr><td>Die W</td><td>101 µm</td></tr>
<tr><td>Chip Height</td><td>~100 µm</td></tr>
<tr><th colspan="2">Global route</th></tr>
<tr><td>Largest net degree at the start of global routing</td><td>about 48</td></tr>
</table>
[logic make-up after synthesis]
kind of cell / share of synthesized area
AND/OR/NAND/NOR: 0.184
flip-flops: 0.528
AND-OR/OR-AND: 0.101
XOR/XNOR: 0.0690
buffers and inverters: 0.0311
adder cells (fa/ha/maj): 0.0809
multiplexers: 0.00505
other: 0.000758
[synth_stat cells, drive strengths merged, types with 5 or more instances]
master	n
dfrtn	32
clkbuf	9
o21ai	6
nand4	7
ha	32
dfxtp	48
a31oi	5
and3	7
nor3	13
edfxtp	20
inv	21
xnor2	22
buf	6
a211oi	12
dfrtp	10
o21a	5
nand3	24
xor2	17
nor2	49
a21oi	18
nor2b	9
nor4	6
nand2	27
[through the flow]
step                power [mW]  area (µm²)
floorplan                0.485        4960
global placement         0.498        5220
detailed placement       0.498        5220
CTS                      0.821        5400
Power is estimated from default activity; no workload was simulated.
